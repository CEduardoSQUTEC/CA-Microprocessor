## flow/run.sh

```bash
#!/bin/bash
# OpenROAD 26Q1-2900-gdf79404cd8, Yosys 0.63+post, stock flow scripts
make -C /OpenROAD-flow-scripts/flow DESIGN_CONFIG=/design/flow/config.mk WORK_HOME=/design/flow/orfs finish
```

## flow/config.mk

```make
export PLATFORM = sky130hd
export DESIGN_NAME = Logic_part
export DESIGN_NICKNAME = Logic_part
export VERILOG_FILES = /design/flow/design.v
export SDC_FILE = /design/flow/constraint.sdc
export NUM_CORES = 4
export LEC_CHECK = 1
export CORE_AREA = 10 10 92 92
export DIE_AREA = 0 0 102 102
```

## flow/constraint.sdc

```tcl
current_design Logic_part

set clk_period 2.1
set clk_io_pct 0.2

create_clock -name clk0 -period $clk_period

set non_clock_inputs [all_inputs -no_clocks]
set_input_delay [expr $clk_period * $clk_io_pct] -clock clk0 $non_clock_inputs
set_output_delay [expr $clk_period * $clk_io_pct] -clock clk0 [all_outputs]
```

## flow/design.v

```verilog
module and_(a,b,result);
  input [31:0] a,b;
  output [31:0] result;
  assign result = a && b;
endmodule
module Logic_part(a,b,ALUop,result);
    input [31:0] a,b;
    input [3:0] ALUop;
    output reg [31:0] result;
    wire [31:0] and_w, or_w, xor_w;
    and_ and_32(a,b,and_w);
    or_ or_32(a,b,or_w);
    xor_ xor_32(a,b,xor_w);
    always @ (*)
      case(ALUop[1])
        0: if (ALUop[0]) result = or_w;
           else result = and_w;
        1: if (ALUop[0]) result = ~or_w;
           else result = xor_w;
      endcase
endmodule
module or_(a,b,result);
  input [31:0] a,b;
  output [31:0] result;
  assign result = a | b;
endmodule
module xor_(a,b,result);
  input[31:0] a,b;
  output[31:0] result;
  assign result = a ^ b;
endmodule
```

==> run notes <==
Summary of the current implementation state.

- The flow ran to the end, and the final reports show no timing, DRC or antenna violations.
- The path type of the worst setup path is input pin to output pin, for reference.
- The sequential-to-total area share from yosys stat is 0%, for reference.
- The critical path required time is 1.68 ns, for reference.
- The setup-violating endpoint count in the final report is 0, for reference.
- For the pin with the worst max-slew slack, the measured transition is 0.2915 ns.
- The termination of the worst setup path is result[26], for reference.
- The commonest cells after synthesis are 64 x inv_1, 33 x o21ai_1, 32 x ha_1, 31 x nand2_1, 29 x mux2_4.
- The via count of the first global-routing pass was approximately 1.8k.
- The power density over cell area is 181.5 nW/um2, for reference.
- Ranked by total cell area, the synthesized netlist is headed by mux2_4 27%, ha_1 25%, inv_1 15%.
- The routed design shows a wire length per standard cell of ~13 um.
- The x dimension of the die is 102 um, for reference.
- The final timing report gives a worst setup slack of ~0.068 ns.
- The critical path endpoint category is an output pin, for reference.
- The top achievable clock speed is between 400 and 500 MHz, for reference.
- The core footprint is approximately 6500 um2, for reference.
- After layout, the design draws a total of 0.0005159 W.
- The initial antenna violation count is 0, for reference.
- The worst setup slack after placement is -0.4537 ns, for reference.
- The number of standard-cell rows in the floorplan is 29, for reference.
- Global routing finished with a remaining overflow of 0.
- After its last routability iteration, the placer logged a weighted congestion of ~0.87.
- The number of clock buffers in the layout is 0, for reference.
- The report counts max-capacitance violations totalling 0.
- The floorplan report gives the top-level pin count as around 100.
- Each instance of the synthesized netlist takes up on average about 7.1 um2.
- The static leakage is approximately 1.6 nW, for reference.
- Detailed placement finished with a half-perimeter wire length of between 5000 and 6000 um.
- In the final routing, the length of wire on met1 measures 2420 um.
- The area overhead of the layout relative to synthesis is 75.91%, for reference.
- The post-synthesis cell type count is 14, for reference.
- Buffers placed on the I/O ports in this run total 98.
- In this run the tools logged warnings totalling 34.
- Data arrives at the worst endpoint at about 1.6 ns.
- The worst setup path is launched from an input pin.
- The number of fill cells is between 600 and 700, for reference.
- Warnings reported by Yosys during synthesis add up to 1.
- Cells with a size suffix above 1 make up a little over a quarter of the layout.
- The detailed-routed wire length on met3 is around 380 um, for reference.
- Of all nets on the critical path, the largest fanout is 2.
- Among all cell types in the netlist, the one instantiated most often is inv_1.
- The number of design-rule violations left by the first detailed-router iteration is 21, for reference.
- The synthesized instance count is around 230, for reference.
- Summed over all routing layers, the global router reports a total usage of around a tenth.
- The overall die area is roughly 10000 um2, for reference.
- The maximum number of pins on one net before global-route repair is 21, for reference.
- The routed design shows a via density per instance of between 4 and 5.
- The top layer reached by signal wires is met3, for reference.
- The hold violation count in the final report is 0, for reference.
- The die span in y is between 100 and 150 um, for reference.
- The top-area cell type share of the netlist area is 26.96%, for reference.
- The number of antenna diodes in the final layout is 0.
- The area taken by flip-flops and latches is 0 um2, for reference.
- In the finished design the tool counted flip-flops and latches totalling 0.
- The yosys stat chip area is roughly 1600 um2, for reference.
- The script parses the final routing iteration and logs DRC violations as 0.
- The post-layout minimum cycle time is roughly 2 ns, for reference.
- The first element of the critical path is a[26], for reference.
- The routed design uses ~2800 um of met2 wire.
- The minimum hold slack is about 1.4 ns, for reference.
- IR analysis of the VDD net gives a maximum drop of between 90 and 100 uV.
- The most critical min-delay path falls under input pin to output pin.
- Setup repair after global routing left no endpoint under its margin.
- Before placement the cells fill about a quarter of the core.
- Per the Yosys statistics, synthesis produced roughly 230 cells.
- Max-slew check failures listed in the final report amount to 0.
- The detail route stage leaves a number of antenna-violating nets equal to 0.
- In this run the cell area of the synthesized design comes to 1615 um2.
- The total number of vias is roughly 1.8k, for reference.
- The first-pass GRT wire length is ~8800 um, for reference.
- The normalized max-slew margin is between 80% and 90%, for reference.
- Once the clock tree was built, the setup fixing pass inserted 0 buffers.
- Per the detailed-route log, wirelength across all metal layers totals 5643 um.
- The biggest area consumer among synthesized cells is mux2_4, for reference.
- The setup total negative slack is 0 ns, for reference.
- The post-route fraction of the period consumed by the critical path is 96.78%, for reference.
- The number of detailed-routing iterations run before antenna repair is 4, for reference.
-- per-stage QoR --
step	cells	cell area, um2	utilization, %
after floorplan	228	1615	-
after global placement	419	2851	44.15
after detailed placement	419	2851	44.15
after CTS	419	2821	43.68
after global routing	419	2841	43.99
final	419	2841	43.99
-- layout make-up --
cell class                      count  area [um2]  area share [%]
Timing Repair Buffer              125        1126           39.63
Multi-Input combinational cell    153        1379           48.52
Inverter                           64       240.2           8.454
Tap cell                           77       96.34           3.391
-- metal layers --
metal,track usage [%],vias up
met5,0,-
met4,0,0
met3,2.318,0
met2,19.16,38
met1,12.70,792
li1,-,995
-- placed cells by master, fill, tap and decap left out, drive strengths merged --
cell and instances:
a21oi 1, buf 34, clkbuf 3, clkdlybuf4s15 28, clkdlybuf4s50 1, dlygate4sd2 59
ha 32, inv 64, mux2 32, nand2 31, nand2b 1, nand4 4
nor2 3, nor4 16, o21ai 33
-- worst min path at each step --
stage,start,endpoint,slack (ns),cells after the start
4_1_cts,ALUop[0],result[6],1.43,5
5_1_grt,ALUop[0],result[6],1.46,5
6_report,ALUop[0],result[6],1.42,5
-- kinds of logic after synthesis --
group / Yosys count / synth area share, %
fa+ha+maj: 32 / 24.79
compound gates: 34 / 10.53
simple gates: 55 / 16.03
buf+inv: 75 / 19.60
mux: 32 / 29.05
-- what timing repair did --
item | 4_1_cts | 5_1_grt
hold endpoints to repair | 0 | 0
resized | 162 | 17
endpoints found under the setup margin | 32 | 4
hold buffers | 0 | 0
pin swaps | 8 | 11
-- critical path, stage by stage --
cell and delay [ns]:
clkdlybuf4s15_1 0.22, inv_1 0.06, ha_1 0.28, mux2_4 0.26, nand2_1 0.06, o21ai_1 0.05, dlygate4sd2_1 0.25
-- power breakdown --
part / internal [W] / switching [W] / leakage, nW / total (W)
sequential: 0 / 0 / 0 / 0
combinational: 0.000323 / 0.000193 / 1.65 / 0.000516
clock: 0 / 0 / 0 / 0
total: 0.000323 / 0.000193 / 1.65 / 0.000516
Power and IR drop assume default switching activity.
