## flow/design.v

```verilog
module Arithmetic_part(a,b,ALUop,result);
  input [31:0] a,b;
  input [3:0] ALUop;
  output reg [31:0] result;
  wire op_sign = ALUop[1];
  wire[31:0] wire_sum, wire_sub;
  ripple_carry_adder sum(a,b,op_sign,wire_sum);
  ripple_carry_adder sub(a,~b,op_sign,wire_sub);
  always @ (*)
    case(ALUop[1])
      0: result = wire_sum;
      1: result = wire_sub;
    endcase
endmodule
module ripple_carry_adder(a,b,f_cin,result);
    input [31:0] a, b;
    input f_cin;  
    output[31:0] result;
    wire [31:0] carry;
    full_adder add0(a[0], b[0], f_cin, carry[0], result[0]);
    full_adder add1(a[1], b[1], carry[0], carry[1], result[1]);
    full_adder add2(a[2], b[2], carry[1], carry[2], result[2]);
    full_adder add3(a[3], b[3], carry[2], carry[3], result[3]);
    full_adder add4(a[4], b[4], carry[3], carry[4], result[4]);
    full_adder add5(a[5], b[5], carry[4], carry[5], result[5]);
    full_adder add6(a[6], b[6], carry[5], carry[6], result[6]);
    full_adder add8(a[8], b[8], carry[7], carry[8], result[8]);
    full_adder add7(a[7], b[7], carry[6], carry[7], result[7]);
    full_adder add9(a[9], b[9], carry[8], carry[9], result[9]);
    full_adder add10(a[10], b[10], carry[9],  carry[10], result[10]);
    full_adder add11(a[11], b[11], carry[10], carry[11], result[11]);
    full_adder add12(a[12], b[12], carry[11], carry[12], result[12]);
    full_adder add13(a[13], b[13], carry[12], carry[13], result[13]);
    full_adder add14(a[14], b[14], carry[13], carry[14], result[14]);
    full_adder add15(a[15], b[15], carry[14], carry[15], result[15]);
    full_adder add16(a[16], b[16], carry[15], carry[16], result[16]);
    full_adder add17(a[17], b[17], carry[16], carry[17], result[17]);
    full_adder add18(a[18], b[18], carry[17], carry[18], result[18]);
    full_adder add19(a[19], b[19], carry[18], carry[19], result[19]);
    full_adder add20(a[20], b[20], carry[19], carry[20], result[20]);
    full_adder add21(a[21], b[21], carry[20], carry[21], result[21]);
    full_adder add22(a[22], b[22], carry[21], carry[22], result[22]);
    full_adder add23(a[23], b[23], carry[22], carry[23], result[23]);
    full_adder add24(a[24], b[24], carry[23], carry[24], result[24]);
    full_adder add25(a[25], b[25], carry[24], carry[25], result[25]);
    full_adder add26(a[26], b[26], carry[25], carry[26], result[26]);
    full_adder add27(a[27], b[27], carry[26], carry[27], result[27]);
    full_adder add28(a[28], b[28], carry[27], carry[28], result[28]);
    full_adder add29(a[29], b[29], carry[28], carry[29], result[29]);
    full_adder add30(a[30], b[30], carry[29], carry[30], result[30]);
    full_adder add31(a[31], b[31], carry[30], carry[31], result[31]);
endmodule
module full_adder(a,b,cin,cout,sum);
    input a,b,cin;
    output cout, sum;
    assign cout = ((a^b) & cin) | (a & b);
    assign sum = a^b^cin;
endmodule
module adder_(a,b,f_cin,result);
    input [31:0] a, b;
    input f_cin;  
    output[31:0] result;
    wire [31:0] carry;
    full_adder add0(a[0], b[0], f_cin, carry[0], result[0]);
    full_adder add1(a[1], b[1], carry[0], carry[1], result[1]);
    full_adder add2(a[2], b[2], carry[1], carry[2], result[2]);
    full_adder add3(a[3], b[3], carry[2], carry[3], result[3]);
    full_adder add4(a[4], b[4], carry[3], carry[4], result[4]);
    full_adder add5(a[5], b[5], carry[4], carry[5], result[5]);
    full_adder add6(a[6], b[6], carry[5], carry[6], result[6]);
    full_adder add8(a[8], b[8], carry[7], carry[8], result[8]);
    full_adder add7(a[7], b[7], carry[6], carry[7], result[7]);
    full_adder add9(a[9], b[9], carry[8], carry[9], result[9]);
    full_adder add10(a[10], b[10], carry[9],  carry[10], result[10]);
    full_adder add11(a[11], b[11], carry[10], carry[11], result[11]);
    full_adder add12(a[12], b[12], carry[11], carry[12], result[12]);
    full_adder add13(a[13], b[13], carry[12], carry[13], result[13]);
    full_adder add14(a[14], b[14], carry[13], carry[14], result[14]);
    full_adder add15(a[15], b[15], carry[14], carry[15], result[15]);
    full_adder add16(a[16], b[16], carry[15], carry[16], result[16]);
    full_adder add17(a[17], b[17], carry[16], carry[17], result[17]);
    full_adder add18(a[18], b[18], carry[17], carry[18], result[18]);
    full_adder add19(a[19], b[19], carry[18], carry[19], result[19]);
    full_adder add20(a[20], b[20], carry[19], carry[20], result[20]);
    full_adder add21(a[21], b[21], carry[20], carry[21], result[21]);
    full_adder add22(a[22], b[22], carry[21], carry[22], result[22]);
    full_adder add23(a[23], b[23], carry[22], carry[23], result[23]);
    full_adder add24(a[24], b[24], carry[23], carry[24], result[24]);
    full_adder add25(a[25], b[25], carry[24], carry[25], result[25]);
    full_adder add26(a[26], b[26], carry[25], carry[26], result[26]);
    full_adder add27(a[27], b[27], carry[26], carry[27], result[27]);
    full_adder add28(a[28], b[28], carry[27], carry[28], result[28]);
    full_adder add29(a[29], b[29], carry[28], carry[29], result[29]);
    full_adder add30(a[30], b[30], carry[29], carry[30], result[30]);
    full_adder add31(a[31], b[31], carry[30], carry[31], result[31]);
endmodule
module msbext #(parameter INITIAL = 16, parameter FINAL = 32)
               (input [INITIAL-1:0] src,
                output [FINAL-1:0] out);
  wire [32:0] ext;
  assign ext = src[INITIAL-1]? 32'hFFFFFFFF : 32'b0;
  assign out = {ext[FINAL-1-INITIAL:0],src};
endmodule
```

## flow/run.sh

```bash
#!/bin/bash
# OpenROAD 26Q1-2900-gdf79404cd8, Yosys 0.63+post, stock flow scripts
make -C /OpenROAD-flow-scripts/flow DESIGN_CONFIG=/design/flow/config.mk WORK_HOME=/design/flow/orfs finish
```

## flow/config.mk

```make
export PLATFORM = sky130hd
export DESIGN_NAME = Arithmetic_part
export DESIGN_NICKNAME = Arithmetic_part
export VERILOG_FILES = /design/flow/design.v
export SDC_FILE = /design/flow/constraint.sdc
export NUM_CORES = 4
export LEC_CHECK = 1
export CORE_UTILIZATION = 30
```

## flow/constraint.sdc

```tcl
current_design Arithmetic_part

set clk_period 28.8
set clk_io_pct 0.2

create_clock -name clk0 -period $clk_period

set non_clock_inputs [all_inputs -no_clocks]
set_input_delay [expr $clk_period * $clk_io_pct] -clock clk0 $non_clock_inputs
set_output_delay [expr $clk_period * $clk_io_pct] -clock clk0 [all_outputs]
```

==> summary.txt <==
The run has ended; figures from its reports follow.

The part of the total power dissipated in sequential elements came out at 0. The layout report lists the combined flip-flop and latch area as 0 µm². The data arrival time of the critical path came out at 19.41 ns.

For reference, the most critical setup path is categorized as input pin to primary output. At the end of the flow the core is filled with cells to 0.495. The residual DRC count came out at 0. The initial antenna violation count is 0. The chip area line of the yosys report is 1750 µm². The share of the synthesized area in the top cell type came out at 0.687. The commonest cells after synthesis are fa_1, inv_1, a21oi_1.

The iteration count of the initial detailed-routing pass came out at 3. The die covers 6140 µm². The count of final max-slew check failures is 0. The cell area that synthesis handed to floorplanning was 1750 µm². Total power for the finished layout comes to 0.0558 mW. The longest individual stage delay on the worst path came out at 0.48 ns. The number of flip-flops and latches is 0. The ratio of routed vias to standard cells came out at 4.21. The leakage component of the power was reported as 1.20 nW. The number of hold buffers added after CTS came out at 0.

The worst relative slew slack came out at 0.602. In the post-synthesis netlist, the biggest area contributors are fa_1, inv_1, a21oi_1. The cell row count is 27. After layout, the clock buffer instance count stands at 0.

The cell area reported after detailed placement is 2760 µm². The net switching component of the power came out at 0.0200 mW. The final timing report gives a worst setup slack of 3.63 ns.

The global-route congestion overflow total came out at 0. The minimum hold slack came out at 12.49 ns. The unique cell type count in the Yosys netlist is 11.

The worst-case setup slack after placement is 3.58 ns. The run finished with clean final reports. The final hold violation count is 0. The clock network fraction of design power is 0.

The number of global-route vias before repair is 1512. The wire length per cell came out at 10.4 µm. Note that the worst hold path type here is input pin to primary output. The number of max-capacitance violations reported is 0.

Between the synthesized netlist and the finished layout, the area growth was recorded as 57.7%. Once iteration 0 of detailed routing completed, the report listed 30 DRC markers. The first-pass GRT wire length came out at 6180 µm. The core region is 5570 µm². Synthesis produced 165 cells.

The portion of the clock cycle consumed by the worst path in the final layout came out at 0.874. The warning count from the yosys run is 1. The cell with the most instances after synthesis is fa_1. The number of gates given a new drive strength after cts came out at 0.

The sum of routed wire length over all layers is 3440 µm. Dividing the synthesized area by the synthesized cell count gives 10.6 µm². Counting I/O delays and the setup requirement, the final critical path takes 25.17 ns. The height of the die is 78.4 µm. The critical path capture point type is a primary output.

The most numerous cell on the critical path is fa_1. The final route contains 1384 vias. The number of warning messages in the logs came out at 36. The data required time of the worst path is 23.04 ns. STA classifies the critical path startpoint as an input pin.

The remaining antenna violation count came out at 0. The transition time recorded at the tightest slew-check pin is 0.597 ns. Looking at hold timing, the worst path starts from ALUop[1].

The critical path capture point is result[31]. The final setup violation count is 0. The number of diodes added for antenna fixing is 0. The largest net degree at the start of global routing is 55. For this run, the number of standard cells in the final layout without fillers is 329. The maximum resistive drop on vdd came out at 0.00898 mV. The die outline width is 78.4 µm. The setup total negative slack came out at 0 ns. Of all cell types, the one taking the most synthesized area is fa_1. The critical-path cell with the highest stage delay is clkdlybuf4s50_1. The largest fanout of any net on the critical path is 2.

Setup repair after global routing left no endpoint under its margin. The launch point of the critical path is b[0]. The count of buffers from port buffering came out at 97. The number of I/O pins came out at 100.

The fraction of power spent switching nets came out at 0.359. The detailed-placement wirelength estimate is 3100 µm. The worst hold path cell count came out at 4. The effective utilization at floorplan is 0.314. The share of cells above drive strength 1 came out at 0.00778. The combinational power share is 1.000. The post-synthesis cell count from yosys is 165. The proportion of synthesized chip area in sequential cells came out at 0.

The total power density per cell area came out at 20.2 nW/µm². The number of placed instances, taps included is 329. Overall routing resource usage recorded by global route was 0.132.

The placer's final routability congestion estimate came out at 0.797. The fmax is 39.7 MHz. Cell internal power was estimated by the tool at 0.0358 mW. The finished layout cell area is 2760 µm². In this run the post-CTS setup repair buffer count came out at 0.
power by group through the flow:
stage / clock (mW) / sequential [mW] / combinational, mW
CTS: 0 / 0 / 0.0573
global route: 0 / 0 / 0.0655
finish: 0 / 0 / 0.0558
worst max-delay path, delay by kind of cell:
family                   cells  cell delay [ns]
adder cells (fa/ha/maj)     31            12.11
buffers and inverters        4             1.07
AND-OR/OR-AND                1             0.18
multiplexers                 1             0.16
XOR/XNOR                     1             0.13
logic make-up (layout without fill, tap and decap cells):
kind of cell | count (synthesis) | after routing | synth area share
compound gates | 23 | 23 | 0.0672
xor+xnor | 2 | 2 | 0.0100
fa+ha+maj | 62 | 62 | 0.701
buf+inv | 47 | 139 | 0.119
mux | 10 | 10 | 0.0572
simple gates | 21 | 21 | 0.0451
cells in the final DEF, fill, tap and decap left out:
cell	n
buf_4	1
xor2_1	1
mux2i_1	10
clkdlybuf4s50_1	96
xnor2_1	1
nor2_1	21
a21o_1	1
fa_1	60
ha_1	2
buf_2	1
inv_1	41
a21oi_1	22
area by class of cell:
| type | instances | area (µm²) |
|---|---|---|
| multi-input combinational | 118 | 1540 |
| timing repair buffer | 98 | 973 |
| fill | 558 | 2820 |
| tap | 72 | 90.1 |
| inverter | 41 | 154 |
per-layer routing:
layer | vias up | track usage | share of wire
met5 | - | 0 | 0
met4 | 0 | 0 | 0
met3 | 0 | 0.0319 | 0.092
met2 | 58 | 0.222 | 0.50
met1 | 650 | 0.194 | 0.41
li1 | 676 | - | -
worst min-delay path by stage:
stage                       end  slack [ns]
final                 result[5]       12.49
after CTS             result[5]       12.52
after global routing  result[5]       12.57
No activity file was given, so power comes from the tool's default toggle rates.
